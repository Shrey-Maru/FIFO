===== config.mk =====
export PLATFORM = sky130hd
export DESIGN_NAME = Sync_FIFO
export DESIGN_NICKNAME = Sync_FIFO
export VERILOG_FILES = /design/flow/design.v
export SDC_FILE = /design/flow/constraint.sdc
export NUM_CORES = 4
export LEC_CHECK = 1
export CORE_UTILIZATION = 40

===== constraint.sdc =====
current_design Sync_FIFO

set clk_period 4.3
set clk_io_pct 0.2

create_clock -name clk0 -period $clk_period [get_ports {clk}]

set non_clock_inputs [all_inputs -no_clocks]
set_input_delay [expr $clk_period * $clk_io_pct] -clock clk0 $non_clock_inputs
set_output_delay [expr $clk_period * $clk_io_pct] -clock clk0 [all_outputs]

===== design.v =====
`timescale 1ns / 1ps
module Sync_FIFO( clk, rst, buf_in, buf_out, wr_en, rd_en, buf_empty, buf_full, fifo_counter );
input                 rst, clk, wr_en, rd_en;   
input [7:0]           buf_in;                   
output[7:0]           buf_out;                  
output                buf_empty, buf_full;      
output[3 :0] fifo_counter;             
reg[7:0]              buf_out;
reg                   buf_empty, buf_full;
reg[3 :0]    fifo_counter;
reg[3 -1:0]  rd_ptr, wr_ptr;            
reg[7:0]              buf_mem[( 1<<3 ) -1 : 0];  
always @(fifo_counter)
begin
   buf_empty = (fifo_counter==0);    
   buf_full = (fifo_counter== ( 1<<3 ));   
end
always @(posedge clk or posedge rst)
begin
   if( rst )
       fifo_counter <= 0;		 
   else if( (!buf_full && wr_en) && ( !buf_empty && rd_en ) )   
       fifo_counter <= fifo_counter;			 
   else if( !buf_full && wr_en )			 
       fifo_counter <= fifo_counter + 1;
   else if( !buf_empty && rd_en )		 
       fifo_counter <= fifo_counter - 1;
   else
      fifo_counter <= fifo_counter;			 
end
always @( posedge clk or posedge rst)
begin
   if( rst )
      buf_out <= 0;		 
   else
   begin
      if( rd_en && !buf_empty )
         buf_out <= buf_mem[rd_ptr];	 
      else
         buf_out <= buf_out;		
   end
end
always @(posedge clk)
begin
   if( wr_en && !buf_full )
      buf_mem[ wr_ptr ] <= buf_in;		 
   else
      buf_mem[ wr_ptr ] <= buf_mem[ wr_ptr ];
end
always@(posedge clk or posedge rst)
begin
   if( rst )
   begin
      wr_ptr <= 0;		 
      rd_ptr <= 0;		 
   end
   else
   begin
      if( !buf_full && wr_en )    
			wr_ptr <= wr_ptr + 1;		 
      else  
			wr_ptr <= wr_ptr;
      if( !buf_empty && rd_en )   
			rd_ptr <= rd_ptr + 1;		 
      else 
			rd_ptr <= rd_ptr;
   end
end
endmodule

===== run.sh =====
#!/bin/bash
# OpenROAD 26Q1-2900-gdf79404cd8, Yosys 0.63+post, stock flow scripts
make -C /OpenROAD-flow-scripts/flow DESIGN_CONFIG=/design/flow/config.mk WORK_HOME=/design/flow/orfs finish

==> flow_metrics.py <==
# Auto-generated metrics
metrics = {
    "global_route": {
        "grt_overflow": 0,
        "grt.met3_usage_pct": 3.639,
        "busiest_layer": "met1",
        "grt_pass1_wl_mm": 9.101,
        "globalRouteTotalUtil_pct": 14.73,
        "groute.layer.met2.usage_pct": 21.08,
        "grt_antenna_before_repair": 0,
        "grt_start_max_net_pins": 35,
        "grt_pass1_vias": 1763,
        "met1_track_utilization_from_global_routing_pct": 25.14,
    },
    "die": {
        "fp_util_pct": 42.05,
        "floorplan.die.width_um": 93.06,
        "ios": 26,
        "placement_rows": 32,
        "core_sq_um": 7888,
        "die_height_um": 93.06,
        "floorplan.die_area_sq_um": 8660,
    },
    "hold_path": {
        "hold_path_depth": 2,
        "hp-start": "buf_out[3]",
        "worst_hold_path_type": "flip-flop to flip-flop",
        "hold_path_end": "buf_out[3]",
    },
    "cts": {
        "clock_sinks": 82,
        "htree_levels": 3,
        "clkTransAtPathRegs_ns": 0.08,
        "cts_hold_buffers": 0,
        "clock_tree_from_tritoncts": "yes",
        "buffers_inserted_during_post_cts_setup_optimization": 0,
        "clk_latency_ns": 0.35,
        "cts_resized": 0,
        "cts-root-to-sink-buffers": 2,
        "clock-root-buffer": "sky130_fd_sc_hd__clkbuf_8",
        "cts-buffers-inserted": 9,
    },
    "synth": {
        "netlist_instances": 207,
        "ys_seq_share_pct": 71.52,
        "synth_chip_area_sq_um": 3317,
        "yosys.cell_types.count": 30,
        "synthesis.yosys.warnings": 1,
        "asyncSetResetFlopFracSynth_pct": 21.95,
        "ys_seq_elements": 82,
        "ys_cells": 207,
        "synthFlopType": "sky130_fd_sc_hd__edfxtp_1",
        "syn-mean-instance-area_sq_um": 16.02,
        "synth.cell_area_sq_um": 3317,
        "synth-edff-count": 64,
    },
    "placement": {
        "gp_congestion": 0.7587,
        "dpl_cell_area_sq_um": 3721,
        "buffer_ports.inserted": 25,
        "place_hpwl_mm": 3.704,
    },
    "pwr": {
        "p_sw_mw": 0.7845,
        "clkPwrFrac_pct": 20.2,
        "total_leakage_power_nw": 1.401,
        "report.power.total_mw": 2.467,
        "vdd_drop_max_mv": 0.2072,
        "p_sw_share_pct": 31.80,
        "p_int_mw": 1.682,
        "pwr-share-comb_pct": 32.9,
        "cellPowerDensity_nw_per_um2": 632.7,
        "power_frac_seq_pct": 46.9,
    },
    "detailed_routing": {
        "detail_route.first_pass.iterations": 4,
        "detail_route.antenna_diodes": 0,
        "drt_antenna_net_count": 0,
        "vias_post_dr": 1775,
        "routed_via_density": 5.086,
        "drc": 0,
        "wl_per_cell_um": 16.21,
        "dr.first_iter.drc_count": 73,
        "routed_wirelength_mm": 5.659,
    },
    "timing": {
        "unrepaired_setup_endpoints_after_global_routing": "false",
        "period_needed_ns": 2.818,
        "tightest_slew_ns": 0.7324,
        "setup_total_neg_slack_ns": 0,
        "slew-limit-headroom_pct": 50.99,
        "max_freq_ghz": 0.3548,
        "hold_ws_ns": 0.4901,
        "setup_viol": 0,
        "final_cycle_utilization_of_the_critical_path_pct": 65.54,
        "fin_worst_skew_ns": 0.009257,
        "hold_violations": 0,
        "final_max_slew_viol_count": 0,
    },
    "setup_path": {
        "setup.reg_to_reg.worst_slack_ns": 1.75,
        "startpoint_type_of_the_worst_setup_path": "flip-flop",
        "crit_required_ns": 3.44,
        "worst_setup_path_end_kind": "primary output",
        "critical_path.reg2reg.endpoint": "fifo_counter[3]",
        "critPathKind": "flip-flop to primary output",
        "reg2reg_depth": 8,
        "cp_max_fo": 7,
        "worst_r2r_startpoint": "fifo_counter[0]",
        "critPathArrivalTime_ns": 1.96,
    },
    "status": {
        "run_status": "finished, final reports clean",
    },
    "job": {
        "stage_log_warnings": 25,
        "max_cap_violations": 0,
    },
    "final_layout": {
        "drive_gt1_share_pct": 18.62,
        "final_core_util_pct": 49.43,
        "final.fill_count": 658,
        "final_area_sq_um": 3899,
        "flow.area_growth_from_synthesis_pct": 17.54,
    },
}
-- layer usage --
metal	share of wire, %	vias up
met5	0	-
li1	-	861
met3	4.5	12
met2	44	43
met4	2.2	0
met1	50	859
-- per-stage QoR --
step / setup slack [ns] / instances
finish: 1.482 / 349
global route: 1.397 / 349
CTS: 1.445 / 349
detailed placement: 1.533 / 333
global placement: 1.556 / 333
floorplan: 1.949 / 207
-- worst max-delay path by stage --
stage               start  endpoint  cells past startpoint
4_1_cts   fifo_counter[0]  buf_full                      3
5_1_grt   fifo_counter[0]  buf_full                      3
6_report  fifo_counter[0]  buf_full                      3
-- area by class of cell --
class / count / area, sq um / share of cell area, %
flip-flops and latches: 82 / 2372 / 60.85
clock inverters: 7 / 53.80 / 1.380
well taps: 102 / 127.6 / 3.273
repair buffers: 32 / 302.8 / 7.766
clock buffers: 9 / 123.9 / 3.177
inverters: 3 / 11.26 / 0.2888
multi-input cells: 114 / 907.1 / 23.27
-- registers in the layout, summed over array words and instances, names as in the netlist --
name and count:
buf_mem 64, fifo_counter 4, rd_ptr 3, buf_out 8, wr_ptr 3
-- power by group through the flow --
stage / clock [mW] / combinational (mW) / sequential [mW]
6_report: 0.498 / 0.812 / 1.16
5_1_grt: 0.551 / 0.899 / 1.18
4_1_cts: 0.515 / 0.825 / 1.16
-- kinds of logic after synthesis --
group                      after synthesis  share of synthesized area, %
muxes                                   34                         11.01
adders and majority gates                5                         2.112
AOI/OAI and AO/OA                       29                         6.073
buffers and inverters                   11                         1.547
xor gates and xnor gates                 7                         1.848
DFF                                     82                         71.52
and+or+nand+nor                         39                         5.884
-- Yosys cell counts, types with 2 or more instances --
master	count	area (sq um)
sky130_fd_sc_hd__dfrtp_1	18	450.4
sky130_fd_sc_hd__xnor2_1	6	52.55
sky130_fd_sc_hd__mux2i_1	17	170.2
sky130_fd_sc_hd__nand2_1	19	71.32
sky130_fd_sc_hd__nand2b_1	3	18.77
sky130_fd_sc_hd__a221o_1	8	80.08
sky130_fd_sc_hd__nor2b_1	2	12.51
sky130_fd_sc_hd__nor4_1	2	12.51
sky130_fd_sc_hd__buf_1	2	7.510
sky130_fd_sc_hd__nor2_1	4	15.01
sky130_fd_sc_hd__mux2_2	16	180.2
sky130_fd_sc_hd__edfxtp_1	64	1922
sky130_fd_sc_hd__a21oi_1	3	15.01
sky130_fd_sc_hd__ha_1	4	50.05
sky130_fd_sc_hd__o22ai_1	8	50.05
sky130_fd_sc_hd__nor3_1	5	25.02
sky130_fd_sc_hd__o21ai_1	8	40.04
sky130_fd_sc_hd__buf_2	5	25.02
sky130_fd_sc_hd__inv_1	2	7.510
-- placed cells by master, fill, tap and decap left out, types with 2 or more instances in the layout --
cell / n
sky130_fd_sc_hd__o21ai_1: 8
sky130_fd_sc_hd__nor2b_1: 2
sky130_fd_sc_hd__inv_1: 2
sky130_fd_sc_hd__nand2b_1: 3
sky130_fd_sc_hd__inv_6: 2
sky130_fd_sc_hd__edfxtp_1: 64
sky130_fd_sc_hd__a21oi_1: 3
sky130_fd_sc_hd__dfrtp_1: 18
sky130_fd_sc_hd__mux2_2: 16
sky130_fd_sc_hd__mux2i_1: 17
sky130_fd_sc_hd__clkinvlp_4: 3
sky130_fd_sc_hd__clkbuf_8: 9
sky130_fd_sc_hd__a221o_1: 8
sky130_fd_sc_hd__xnor2_1: 6
sky130_fd_sc_hd__o22ai_1: 8
sky130_fd_sc_hd__buf_4: 7
sky130_fd_sc_hd__ha_1: 4
sky130_fd_sc_hd__clkdlybuf4s50_1: 25
sky130_fd_sc_hd__nor3_1: 5
sky130_fd_sc_hd__nand2_1: 19
sky130_fd_sc_hd__nor2_1: 4
-- critical path: stages, from the launching register on --
cell and delay [ns]:
sky130_fd_sc_hd__dfrtp_1 0.49, sky130_fd_sc_hd__or4b_4 0.60, sky130_fd_sc_hd__inv_1 0.07, sky130_fd_sc_hd__clkdlybuf4s50_1 0.45
No activity file was given, so power comes from the tool's default toggle rates.
